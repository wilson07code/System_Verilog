[design.v]
module synch_fifo_case
(	input clk,rst,re,we,
	input[7:0]din,
        output reg[7:0]dout,
        output  f,e
);
reg [3:0] wp, rp; 
reg [7:0] mem [0:7];
assign e = (wp == rp) ? 1 : 0;
assign f = ({!wp[3],wp[2:0]} == rp)? 1 : 0 ;  
always @(posedge clk,posedge rst)
begin
 if (rst)
  begin
   wp <= 0; 
   rp <= 0;
  end
 else 
  case({we,f,re,e})
  4'b0010: begin 
	    wp <= wp;
	    rp <= rp+1;
	    dout <= mem[rp[2:0]];
	   end
  4'b0011: begin
	    wp <= wp;
	    rp <= rp;
	    dout <= dout;
	   end
  4'b0110: begin
	    wp <= wp;
	    rp <= rp+1;
	    dout <= mem[rp[2:0]];
	   end
  4'b1000: begin
	    wp <= wp+1;
	    rp <= rp;
	    mem[wp[2:0]] <= din;
           end
  4'b1001: begin
	    wp <= wp+1;
	    rp <= rp;
	    mem[wp[2:0]] <= din;
	   end
  4'b1010: begin
	    wp <= wp+1;
	    rp <= rp+1;
	    mem[wp[2:0]] <= din;
	    dout <= mem[rp[2:0]];
	   end
  4'b1011: begin
	    wp <= wp;
	    rp <= rp;
	    dout <= din;
	   end
  4'b1100: begin
	    wp <= wp;
	    rp <= rp;
	    dout <= dout;
	   end
  4'b1110: begin
	    wp <= wp+1;
	    rp <= rp+1;
	    mem[wp[2:0]]<= din;
	    dout <= mem[rp[2:0]];
	   end
  default: begin
	    wp <= wp;
	    rp <= rp;
           end
   endcase
 end
endmodule
[run.sh]
#!/bin/bash
# OpenROAD 26Q1-2900-gdf79404cd8, Yosys 0.63+post, stock flow scripts
make -C /OpenROAD-flow-scripts/flow DESIGN_CONFIG=/design/flow/config.mk WORK_HOME=/design/flow/orfs finish
[config.mk]
export PLATFORM = sky130hd
export DESIGN_NAME = synch_fifo_case
export DESIGN_NICKNAME = synch_fifo_case
export VERILOG_FILES = /design/flow/design.v
export SDC_FILE = /design/flow/constraint.sdc
export NUM_CORES = 4
export LEC_CHECK = 1
export CORE_UTILIZATION = 30
[constraint.sdc]
current_design synch_fifo_case

set clk_period 4.0
set clk_io_pct 0.2

create_clock -name clk0 -period $clk_period [get_ports {clk}]

set non_clock_inputs [all_inputs -no_clocks]
set_input_delay [expr $clk_period * $clk_io_pct] -clock clk0 $non_clock_inputs
set_output_delay [expr $clk_period * $clk_io_pct] -clock clk0 [all_outputs]
==> results.py <==
# Synthesis and PnR figures
metrics = {
    "outcome": {
        "status": "finished clean",
    },
    "synth": {
        "syn_area_um2": 3370,
        "edf_count": 72,
        "synth_top_cell_by_area": "edfxtp_1",
        "postSynthAreaPerCell_um2": 15.3,
        "yosys_warnings": 2,
        "async_flop_share_pct": 10.0,
        "ys_cells": 220,
        "ys_types": 40,
        "synth.area.top_cells": "edfxtp_1 (64%), dfrtp_1 (5.9%), ha_1 (4.5%)",
        "synth-seq-cells": 80,
        "netlist_instances": 220,
        "top_cell_area_share_pct": 64.1,
        "synth-main-ff-cell": "edfxtp_1",
        "synth_seq_share_pct": 70.1,
        "ys_area_um2": 3370,
    },
    "clock_tree": {
        "insertion_delay_ns": 0.34,
        "ctsResizeCount": 0,
        "cts_buffers": 9,
        "clockRootBuffer": "clkbuf_8",
        "cts_buffer_depth": 2,
        "cts_hold_buf": 0,
        "clock_sinks": 80,
        "cts_tree": "yes",
        "clk_transition_reported_paths_ns": 0.08,
        "post-cts-setup-buffers": 0,
        "h-tree-depth": 3,
    },
    "timing": {
        "hold_viol": 0,
        "min_period_over_period_pct": 69.3,
        "finalSetupTns_ns": 0,
        "setup_viol": 0,
        "maxSlewHeadroom_pct": 49.5,
        "max_freq_mhz": 361,
        "period_needed_ns": 2.77,
        "rsz0062_at_grt": "false",
        "clock_skew_ns": 0.00748,
        "fin_hold_ws_ns": 0.564,
        "tightest_slew_ns": 0.757,
        "drv_slew": 0,
        "setup_slack_ns": 1.23,
    },
    "worst_hold_path": {
        "hold_path.class": "register to register",
        "worstHoldPathCells": 1,
    },
    "global_route": {
        "grt_pass1_vias": 1887,
        "track_usage_pct": 11.6,
        "antenna_found_initial": 0,
        "gr-total-overflow": 0,
        "grt_max_degree": 29,
        "grt_pass1_wl_um": 9800,
    },
    "worst_setup_path": {
        "start_kind": "register",
        "r2r_cells": 6,
        "crit_chain": "buf_4 > xnor2_2 > nand3_1 > nor2_1 > clkdlybuf4s50_1",
        "cpMaxStageDelayCell": "clkdlybuf4s50_1",
        "cp.arrival_ns": 1.97,
        "required_ns": 3.20,
        "endpoint_kind": "primary output",
        "crit_type": "register to primary output",
        "crit_fanout": 28,
        "slowest_delay_ns": 0.47,
    },
    "routing": {
        "n_antenna_cell": 0,
        "viasPerCell": 4.78,
        "wirelength_um": 6110,
        "first_pass_iters": 4,
        "first_iter_violations": 69,
        "num_vias": 1870,
        "postRouteAntennaNets": 0,
        "wire_per_inst_um": 15.6,
        "drc": 0,
    },
    "flow_run": {
        "warnings": 33,
        "drv_cap": 0,
    },
    "pwr": {
        "switching_power_uw": 890,
        "vdd_drop_max_mv": 0.301,
        "p_int_mw": 1.68,
        "comb_power_share_pct": 36.9,
        "p_seq_share_pct": 43.6,
        "p_leak_nw": 1.35,
        "switching_share_pct": 34.6,
        "power_density_nw_per_um2": 657,
        "clkPwrFrac_pct": 19.5,
    },
    "die": {
        "core_util_floorplan_pct": 31.0,
        "fp.dieArea_um2": 11700,
        "die_y_um": 108,
        "rows": 38,
        "die-width_um": 108,
        "core-area_um2": 10900,
        "ios": 22,
    },
    "placed_design": {
        "hpwl_um": 4110,
        "pre_cts_ws_ns": 1.44,
        "routabilityCongestion": 0.768,
        "portBuffers": 21,
    },
    "cells_and_area": {
        "synthToLayoutAreaGrowth_pct": 16.1,
        "drive_gt1_share_pct": 11.2,
        "layout_top_cells": "edfxtp_1 (72), clkdlybuf4s50_1 (21), nand2_1 (15), ha_1 (12)",
        "layout_top_cell": "edfxtp_1",
        "nFillCells": 1012,
    },
}
==> path summary, 6_finish.rpt <==
path / from / endpoint / slack, ns
max in group asynchronous: rst / wp[2] / 2.83
setup reg to reg: rp[1] / dout[0] / 1.50
setup / recovery: rp[2] / f / 1.23
hold reg to reg: wp[3] / wp[3] / 0.56
min in group asynchronous: rst / wp[3] / 0.86
hold / removal: wp[3] / wp[3] / 0.56
==> layout make-up <==
type | instances | area [um^2] | area share, %
clock buffer | 10 | 128 | 3.26
clock inverter | 5 | 33.8 | 0.863
inverter | 8 | 30.0 | 0.767
multi-input combinational | 118 | 908 | 23.2
sequential | 80 | 2360 | 60.3
tap | 140 | 175 | 4.47
timing repair buffer | 30 | 278 | 7.09
==> cells in the mapped netlist, drive strengths merged, types with 6 or more instances <==
library cell,instances
edfxtp,72
nand2,16
ha,12
buf,11
a221o,8
a221oi,8
dfrtp,8
inv,8
nor2,8
nor3,8
a21oi,7
a22oi,7
a311oi,6
o31ai,6
xnor2,6
==> per-stage QoR <==
step / cell area (um^2) / std cells / power (mW) / utilization (%)
after global routing: 3920 / 391 / 2.75 / 36.0
after CTS: 3920 / 391 / 2.59 / 36.0
final: 3920 / 391 / 2.57 / 36.0
after floorplan: 3370 / 220 / 1.82 / -
after detailed placement: 3750 / 376 / 2.08 / 34.5
after global placement: 3750 / 376 / 2.08 / 34.5
==> critical path, delay by kind of cell, from the launching register on <==
family                    cells  cell delay, ns
and+or+nand+nor               2            0.31
DFF                           1            0.36
xor gates and xnor gates      1            0.26
buffers and inverters         2            0.70
==> power groups by stage <==
stage,registers [mW],logic [mW],clock network (mW)
after global routing,1.14,1.07,0.548
after CTS,1.12,0.952,0.516
final,1.12,0.948,0.502
==> routing by layer <==
metal	wire, um	track usage, %
met5	0	0
met4	82	1.66
met3	390	4.91
met2	2620	16.7
met1	3010	17.5
==> state kept, by name, indices dropped and copies added (netlist names) <==
name / cells
wp: 4
mem: 64
dout: 8
rp: 4
==> cell families (layout without fill, tap and decap cells) <==
logic type | Yosys count | count (layout) | synth area share (%)
flip-flops | 80 | 80 | 70.1
adder cells (fa/ha/maj) | 12 | 12 | 4.45
multiplexers | 5 | 5 | 1.67
buffers and inverters | 22 | 53 | 3.01
AND/OR/NAND/NOR | 41 | 41 | 5.94
AND-OR/OR-AND | 51 | 51 | 11.8
XOR/XNOR | 9 | 9 | 3.04
Power is estimated from default activity; no workload was simulated.
