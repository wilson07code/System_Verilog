<file path="./design.v">
module FDCorrect(clock, reset, enable_updatePC, enable_fetch, pc,npc,
instrmem_rd, taddr, br_taken);
	input logic enable_updatePC, br_taken, enable_fetch;
	input bit clock,reset;
	input logic [15:0] taddr;
	output logic [15:0] pc, npc;
	output logic instrmem_rd;
	always @(posedge clock)
	begin
		if(reset)
		begin
			pc <= 16'h3000;
		end
		else
		begin
			if(enable_updatePC)
				if(br_taken)
					pc <= taddr;
				else if(~br_taken)
					pc <= npc;
				else
					pc <= 16'hxxxx;
			else
				pc <= pc;
		end
	end
	assign npc = pc + 1'b1;
	assign instrmem_rd = (enable_fetch) ? 1'b1 : 1'bz;
endmodule
</file>
<file path="./config.mk">
export PLATFORM = sky130hd
export DESIGN_NAME = FDCorrect
export DESIGN_NICKNAME = FDCorrect
export VERILOG_FILES = /design/flow/design.v
export SDC_FILE = /design/flow/constraint.sdc
export NUM_CORES = 4
export LEC_CHECK = 1
export CORE_AREA = 10 10 104 104
export DIE_AREA = 0 0 114 114
</file>
<file path="./constraint.sdc">
current_design FDCorrect

set clk_period 3.4
set clk_io_pct 0.2

create_clock -name clk0 -period $clk_period [get_ports {clock}]

set non_clock_inputs [all_inputs -no_clocks]
set_input_delay [expr $clk_period * $clk_io_pct] -clock clk0 $non_clock_inputs
set_output_delay [expr $clk_period * $clk_io_pct] -clock clk0 [all_outputs]
</file>
<file path="./run.sh">
#!/bin/bash
# OpenROAD 26Q1-2900-gdf79404cd8, Yosys 0.63+post, stock flow scripts
make -C /OpenROAD-flow-scripts/flow DESIGN_CONFIG=/design/flow/config.mk WORK_HOME=/design/flow/orfs finish
</file>
==> impl_metrics.csv <==
group,metric,value,unit
outcome,status,"finished clean",
final_layout,stdcell_area,1910,µm²
floorplan,die_w,114,µm
critical_path,start_kind,"register",
logic_synthesis,yosys_warnings,2,
final_layout,largest_reg_flops,16,
routing,dr.pass1.iters,4,
sta,rsz0062_at_grt,"no",
global_route,first_global_vias,1311,
power,p_leak,0.706,nW
final_layout,fin_util,0.220,
cts,clk_pin_slew,0.07,ns
final_layout,fillers,984,
place,dp_hpwl,3400,µm
routing,antenna_cells,0,
floorplan,die_area,13000,µm²
sta,clock.fmax,322,MHz
routing,drc,0,
cts,cts_setup_buffers,0,
final_layout,area_delta_synth_final,49.4,%
sta,setup_viol,0,
routing,vias,1296,
sta,tns,0,ns
cts,cts_tree,"yes",
routing,avgViaCountPerCell,4.19,
logic_synthesis,yosys_area,1280,µm²
place,place_area,1860,µm²
routing,post_drt_wl_per_cell,13.9,µm
final_layout,layout-drive-gt1-share,0.0796,
logic_synthesis,synth_top_flop_cell,"dfxtp_1",
floorplan,die_h,114,µm
global_route,grt_pass1_wl,6950,µm
logic_synthesis,largest_area_cell,"dfxtp_1",
sta,setup_ws,0.295,ns
logic_synthesis,top_area_frac,0.250,
logic_synthesis,top_cells_by_count,"dfxtp_1 (16), nor2_1 (15), a21oi_1 (14)",
logic_synthesis,ys_seq_share,0.250,
global_route,antenna_found_initial,0,
logic_synthesis,ys_cells,159,
logic_synthesis,ys.flops,16,
critical_path,cp_max_fo,9,
critical_path,crit_type,"reg2out",
floorplan,coreArea,8680,µm²
sta,min_period_over_period,0.913,
logic_synthesis,synth-edff-count,0,
logic_synthesis,yosys-top-cells-area,"dfxtp_1 (25%), a21oi_1 (5.5%), xor2_1 (5.5%), nor2_1 (4.4%), xnor2_1 (4.1%)",
sta,clock_skew,0.00309,ns
cts,h-tree-depth,1,
logic_synthesis,syn_area,1280,µm²
routing,dr.first_iter.drc_count,55,
final_layout,regMostFlops,"pc",
place,place.gp.congestion,0.779,
sta,finalCriticalPeriod,3.11,ns
critical_path,arrival,2.43,ns
sta,drv_slew,0,
place,place_ws,0.540,ns
logic_synthesis,yosys.cell_types.count,47,
sta,fin_hold_ws,0.609,ns
sta,worst_pin_slew,0.561,ns
sta,max-slew-margin-rel,0.625,
hold_path,hp-class,"reg2reg",
critical_path,cp.required,2.72,ns
cts,cts_sinks,16,
flow_run,drv_cap,0,
final_layout,biggestRegsByFlops,"pc: 16 flops",
power,powerDensity,271,nW/µm²
sta,hold_viol_final,0,
global_route,grt_overflow_total,0,
cts,cts_max_path_buffers,2,
critical_path,worstSetupEndpointType,"output port",
global_route,grtUsageTotal,0.0640,
power,vdd_drop_max,0.129,mV
cts,cts_hold_buf,0,
cts,numCtsBuffers,3,
logic_synthesis,async_flop_share,0,
floorplan,io_pins,54,
floorplan,rows,34,
cts,clock_latency,0.25,ns
routing,ant_nets,0,
place,io_buffers,51,
cts,root_buffer,"clkbuf_8",
logic_synthesis,avgSynthCellArea,8.04,µm²
floorplan,fp_util,0.147,
routing,route.final.wire_length,4300,µm
logic_synthesis,synthCells,159,
cts,cts.repair.resized,0,
flow_run,log.warning_count,26,
global_route,grt_max_degree,40,
logic_synthesis,yosysMostFrequentCell,"dfxtp_1",
-- worst max-delay path: stages, from the launching register on --
cell	delay, ns
dfxtp_1	0.52
ha_1	0.31
nand3_2	0.23
nor4_2	0.44
xor2_1	0.20
clkdlybuf4s50_1	0.49
-- metal layers --
metal / up-vias / share of wire / routed length (µm) / track usage
li1: 663 / - / - / -
met5: - / 0 / 0 / 0
met2: 27 / 0.48 / 2050 / 0.107
met1: 604 / 0.46 / 1970 / 0.0830
met3: 2 / 0.060 / 260 / 0.0191
met4: 0 / 0.0033 / 14 / 0.00501
-- cell families (layout without fill, tap and decap cells) --
kind of cell | after synthesis | in the layout | synth area share
xor+xnor | 14 | 14 | 0.0959
compound gates | 44 | 44 | 0.235
simple gates | 59 | 59 | 0.290
fa+ha+maj | 1 | 1 | 0.00978
buf+inv | 19 | 61 | 0.0773
flops | 16 | 16 | 0.250
other cells | 1 | 1 | 0.00293
mux | 5 | 5 | 0.0391
-- where the power goes --
part	internal [mW]	switching (mW)	total, mW
Combinational	0.0806	0.0421	0.123
Clock	0.103	0.0701	0.173
Sequential	0.198	0.0245	0.223
Total	0.382	0.137	0.518
-- layout make-up --
class	count	area, µm²	area share
inverter	4	15.0	0.00786
sequential	16	320	0.168
clock buffer	4	55.1	0.0288
tap	108	135	0.0707
multi-input combinational	124	860	0.450
timing repair buffer	53	526	0.275
-- through the flow --
step           cells  total power [mW]
6_report         309             0.518
5_1_grt          309             0.551
4_1_cts          309             0.528
3_5_place_dp     305             0.353
3_3_place_gp     305             0.352
2_1_floorplan    159             0.274
-- final timing paths --
check / slack, ns / endpoint / from / cells past startpoint
worst min register to register: 0.61 / pc[1]$_SDFFE_PP0P_ / pc[1]$_SDFFE_PP0P_ / 2
worst min-delay path: 0.61 / pc[1]$_SDFFE_PP0P_ / pc[1]$_SDFFE_PP0P_ / 2
worst max-delay path: 0.29 / npc[14] / pc[0]$_SDFFE_PP0P_ / 5
worst max register to register: 1.47 / pc[14]$_SDFFE_PP0P_ / pc[0]$_SDFFE_PP0P_ / 5
-- cell usage in the layout (no fill, tap or decap), drive strengths merged --
cell	count
mux2i	5
xor2	8
o31ai	3
a32o	5
nand3	8
nand2	12
and4	1
o22a	1
o41ai	3
dfxtp	16
a2bb2oi	2
conb	1
a31oi	1
a22oi	1
nor2b	4
clkbuf	4
nor3	5
nor2	15
nand2b	1
o22ai	1
a21oi	14
nor4	2
or2	1
ha	1
inv	4
and3	5
a22o	1
o21ai	9
nor3b	1
a211oi	2
clkdlybuf4s50	51
buf	2
nand4	4
xnor2	6
a311oi	1
Power and IR drop assume default switching activity.
