==> flow/design.v <==
module half_adder(
input a,b,output s,c);
assign {c,s}=a+b;
endmodule
module full_adder(
input a,b,cin ,output s,c);
assign {c,s}=a+b+cin;
endmodule
module wallace_tree(
input [7:0] a,b,
output [15:0] pro);
wire [53:1]s,c;
wire [7:0] p0,p1,p2,p3,p4,p5,p6,p7;
assign p0= a&{8{b[0]}};
assign p1= a&{8{b[1]}};
assign p2= a&{8{b[2]}};
assign p3= a&{8{b[3]}};
assign p4= a&{8{b[4]}};
assign p5= a&{8{b[5]}};
assign p6= a&{8{b[6]}};
assign p7= a&{8{b[7]}};
half_adder h1(p0[1],p1[0],s[1],c[1]);
full_adder f1(p0[2],p1[1],p2[0],s[2],c[2]);
full_adder f2(p0[3],p1[2],p2[1],s[3],c[3]);
full_adder f3(p0[4],p1[3],p2[2],s[4],c[4]);
full_adder f4(p0[5],p1[4],p2[3],s[5],c[5]);
full_adder f5(p0[6],p1[5],p2[4],s[6],c[6]);
full_adder f6(p0[7],p1[6],p2[5],s[7],c[7]);
half_adder h2(p1[7],p2[6],s[8],c[8]);
full_adder f7(p2[7],p3[6],p4[5],s[9],c[9]);
half_adder h3(p3[1],p4[0],s[10],c[10]);
full_adder f8(p3[2],p4[1],p5[0],s[11],c[11]);
full_adder f9(p3[3],p4[2],p5[1],s[12],c[12]);
full_adder f10(p3[4],p4[3],p5[2],s[13],c[13]);
full_adder f11(p3[5],p4[4],p5[3],s[14],c[14]);
full_adder f12(p3[7],p4[6],p5[5],s[15],c[15]);
half_adder h4(p4[7],p5[6],s[16],c[16]);
half_adder h5(s[2],c[1],s[17],c[17]);
full_adder f13(s[3],c[2],p3[0],s[18],c[18]);
full_adder f14(s[4],c[3],s[10],s[19],c[19]);
full_adder f15(s[5],c[4],s[11],s[20],c[20]);
full_adder f16(s[6],c[5],s[12],s[21],c[21]);
full_adder f17(s[7],c[6],s[13],s[22],c[22]);
full_adder f18(s[8],c[7],s[14],s[23],c[23]);
full_adder f19(s[9],c[8],c[14],s[24],c[24]);
half_adder h6(c[11],p6[0],s[25],c[25]);
full_adder f20(c[12],p6[1],p7[0],s[26],c[26]);
full_adder f21(c[13],p6[2],p7[1],s[27],c[27]);
full_adder f22(p5[4],p6[3],p7[2],s[28],c[28]);
full_adder f23(c[9],p6[4],p7[3],s[29],c[29]);
full_adder f24(c[15],p6[5],p7[4],s[30],c[30]);
full_adder f25(p5[7],p6[6],p7[5],s[31],c[31]);
half_adder h7(p6[7],p7[6],s[32],c[32]);
half_adder h8(s[18],c[17],s[33],c[33]);
half_adder h9(s[19],c[18],s[34],c[34]);
full_adder f26(s[20],c[19],c[10],s[35],c[35]);
full_adder f27(s[21],c[20],s[25],s[36],c[36]);
full_adder f28(s[22],c[21],s[26],s[37],c[37]);
full_adder f29(s[23],c[22],s[27],s[38],c[38]);
full_adder f30(s[24],c[23],s[28],s[39],c[39]);
full_adder f31(s[15],c[24],s[29],s[40],c[40]);
half_adder h10(s[16],s[30],s[41],c[41]);
half_adder h11(c[16],s[31],s[42],c[42]);
half_adder h12(s[34],c[33],s[43],c[43]);
half_adder h13(s[35],c[34],s[44],c[44]);
half_adder h14(s[36],c[35],s[45],c[45]);
full_adder f32(s[37],c[36],c[25],s[46],c[46]);
full_adder f33(s[38],c[37],c[26],s[47],c[47]);
full_adder f34(s[39],c[38],c[27],s[48],c[48]);
full_adder f35(s[40],c[39],c[28],s[49],c[49]);
full_adder f36(s[41],c[40],c[29],s[50],c[50]);
full_adder f37(s[42],c[30],c[41],s[51],c[51]);
full_adder f38(c[42],s[32],c[31],s[52],c[52]);
half_adder h15(p7[7],c[32],s[53],c[53]);
assign pro[0]=p0[0];
assign pro[1]=s[1];
assign pro[2]=s[17];
assign pro[3]=s[33];
assign pro[4]=s[43];
assign pro[5]=s[44]+c[43];
assign pro[6]=s[45]+c[44];
assign pro[7]=s[46]+c[45];
assign pro[8]=s[47]+c[46];
assign pro[9]=s[48]+c[47];
assign pro[10]=s[49]+c[48];
assign pro[11]=s[50]+c[49];
assign pro[12]=s[51]+c[50];
assign pro[13]=s[52]+c[51];
assign pro[14]=s[53]+c[52];
assign pro[15]=c[53];
endmodule
==> flow/run.sh <==
#!/bin/bash
# OpenROAD 26Q1-2900-gdf79404cd8, Yosys 0.63+post, stock flow scripts
make -C /OpenROAD-flow-scripts/flow DESIGN_CONFIG=/design/flow/config.mk WORK_HOME=/design/flow/orfs finish
==> flow/config.mk <==
export PLATFORM = sky130hd
export DESIGN_NAME = wallace_tree
export DESIGN_NICKNAME = wallace_tree
export VERILOG_FILES = /design/flow/design.v
export SDC_FILE = /design/flow/constraint.sdc
export NUM_CORES = 4
export LEC_CHECK = 1
export CORE_UTILIZATION = 30
==> flow/constraint.sdc <==
current_design wallace_tree

set clk_period 4.9
set clk_io_pct 0.2

create_clock -name clk0 -period $clk_period

set non_clock_inputs [all_inputs -no_clocks]
set_input_delay [expr $clk_period * $clk_io_pct] -clock clk0 $non_clock_inputs
set_output_delay [expr $clk_period * $clk_io_pct] -clock clk0 [all_outputs]
==> run notes <==
Setup repair after global routing left no endpoint under its margin. Sort of element at the end of the critical path: a primary output. The final route contains 1,196 vias. The number of warnings issued by yosys was 0.

The logs give 26 for the count of standard-cell rows and 0.000390 W for the overall power. The synthesized chip area reported by yosys was 1580 sq um. The number of global-route vias before repair is 1,244. The first global-routing pass estimated 5.33 mm of wire. The global routing report lists combined usage of all routing layers as 12.7%.

The post-route netlist has 21.9% of its cells at a drive strength greater than 1. Yosys mapped the design onto 8 distinct sky130hd cell types. During placement, the flow inserted port buffers numbering 32. The number of cells after detailed placement came out at 294. The worst slew margin relative to its limit is 85.5%. The tools report the overflow left after global routing as 0.

The logs give 32 for the I/O pin total and 2.88 mm for the final wirelength. The flow ran to the end, and the final reports show no timing, DRC or antenna violations. For this run, the register share of the synthesized area comes to 0%. Summing every instance area after synthesis gives 1580 sq um.

The smallest setup slack after layout is 0.0992 ns. After its last routability iteration, the placer logged a weighted congestion of 0.823. The synthesized netlist was found by Yosys to have 178 cells.

The maximum vdd ir drop was 0.0000920 V; the area of the die was 5570 sq um. The end-of-flow timing check tallies setup violations at 0. Registers take 0 sq um. The tools report the cell leakage power as 1.05 nW.

Across the run, the number of max-cap violations was 0. The minimum hold slack came out at 2.64 ns. The total tool warning count came out at 32.

The cell count after synthesis came out at 178. The worst path needs 4.80 ns of the cycle, external delays included. For reference, the most critical setup path is categorized as input pin to primary output. The total DRC errors in the routed layout came out at 0.

The standard cell core area was 5110 sq um. With the y dimension of the die at 74.7 um, the pin count of the biggest net entering global routing is 9. The final report lists a non-filler cell total of 294. Counting endpoints that fail hold in the final report gives 0. Dividing the detail-routed wire length by the instance count gives 9.80 um.

Timing would allow up to 208 MHz. A synthesized cell averages 8.90 sq um. The logs give 0 for the sequential cell count and 3.82 ns for the data arrival at the endpoint of the critical path. Total power normalized to cell area comes to 187 nW/um^2. The run gives 42 as the detailed router's first-iteration violation count. Of the available clock period, the critical path in the final layout requires 98.0%. The flow measured a signed area growth from synthesis to layout of 31.6%.

The logs give 0 for the number of nets with antenna violations after routing and 0 for the initial antenna violation count. The total negative slack was 0 ns. The critical path required time is 3.92 ns. Detailed placement ended at an HPWL of 2.62 mm.

The run gives 4 for the first-pass detailed-route iteration total. Looking at the post-CTS report, the setup buffer insertion count equals 0. Per the timing report, the biggest fanout along the worst path comes to 7. In the routed layout, each cell is associated on average with a via count of 4.07. The die is 74.7 um wide.

According to the hold report, the worst path is of the input pin to primary output type. For the pin with the worst max-slew slack, the measured transition is 0.217 ns. For the count of clock-net buffers in the final layout, the log shows 0. The setup slack at placement was -0.665 ns. Category of the worst setup path launch point: an input pin. 0 antenna diodes ended up in the layout. The max-slew violation total from the final report is 0. The number of hold buffers added after CTS was 0. The floorplan step records an initial core utilization of 31.0%.
## metrics by stage
| stage | instance area, sq um | util [%] |
|---|---|---|
| after floorplan | 1580 | - |
| after global placement | 2100 | 41.1 |
| after detailed placement | 2100 | 41.1 |
| after CTS | 2080 | 40.7 |
| after global routing | 2080 | 40.8 |
| final | 2080 | 40.8 |
## placed cells by master (no fill, tap or decap), drive strengths merged
cell and count:
and2 39, buf 30, clkbuf 2, clkdlybuf4s15 1, clkdlybuf4s50 11, dlygate4sd2 4
dlymetal6s2s 3, fa 38, ha 15, inv 46, nand2 25, xnor2 2
xor2 8
## cells by family after synthesis
logic type,count (synthesis),share of synthesized area (%)
XOR/XNOR,10,5.53
buffers and inverters,51,13.3
AND/OR/NAND/NOR,64,21.3
adder cells (fa/ha/maj),53,59.9
## routing by layer
metal / global-route usage (%) / routed length, um / vias to the layer above
met5: 0 / 0 / -
met4: 0 / 0 / 0
li1: - / - / 591
met2: 22.2 / 1340 / 26
met3: 0.407 / 127 / 0
met1: 19.5 / 1420 / 579
## final cells by class
cell class / instances / area (sq um)
inverters: 46 / 173
repair buffers: 51 / 408
fillers: 531 / 3020
well taps: 70 / 87.6
multi-input cells: 127 / 1420
## worst paths after layout
| kind | cells after the start | slack, ns | start | to |
|---|---|---|---|---|
| setup / recovery | 9 | 0.1 | a[7] | pro[10] |
| hold / removal | 3 | 2.64 | b[0] | pro[0] |
## cells in the mapped netlist
cell type / count / area share [%]
sky130_fd_sc_hd__buf_4: 5 / 2.4
sky130_fd_sc_hd__and2_1: 39 / 15
sky130_fd_sc_hd__fa_1: 38 / 48
sky130_fd_sc_hd__ha_1: 15 / 12
sky130_fd_sc_hd__nand2_1: 25 / 5.9
sky130_fd_sc_hd__xor2_1: 8 / 4.4
sky130_fd_sc_hd__inv_1: 46 / 11
sky130_fd_sc_hd__xnor2_1: 2 / 1.1
## where the power goes
part,switching [W],total [W],internal (W)
Combinational,0.000152,0.000390,0.000237
Sequential,0,0,0
Clock,0,0,0
Total,0.000152,0.000390,0.000237
## what timing repair did
action | 4_1_cts | 5_1_grt
pin swaps | 17 | 2
setup endpoints to repair | 9 | 5
gates resized | 70 | 9
## critical path: stages
cell and delay (ns):
sky130_fd_sc_hd__buf_2 0.14, sky130_fd_sc_hd__and2_4 0.17, sky130_fd_sc_hd__fa_2 0.39, sky130_fd_sc_hd__fa_1 0.50
sky130_fd_sc_hd__inv_1 0.05, sky130_fd_sc_hd__fa_1 0.45, sky130_fd_sc_hd__fa_1 0.53, sky130_fd_sc_hd__xor2_1 0.14
sky130_fd_sc_hd__clkdlybuf4s50_1 0.48
Power figures rest on the tool's default switching activity, not on a simulated workload.
